===== design/flow/run.sh =====
#!/bin/bash
# OpenROAD 26Q1-2900-gdf79404cd8, Yosys 0.63+post, stock flow scripts
make -C /OpenROAD-flow-scripts/flow DESIGN_CONFIG=/design/flow/config.mk WORK_HOME=/design/flow/orfs finish

===== design/flow/config.mk =====
export PLATFORM = sky130hd
export DESIGN_NAME = systolic_array
export DESIGN_NICKNAME = systolic_array
export VERILOG_FILES = /design/flow/design.v
export SDC_FILE = /design/flow/constraint.sdc
export NUM_CORES = 4
export LEC_CHECK = 1
export CORE_UTILIZATION = 50

===== design/flow/constraint.sdc =====
current_design systolic_array

set clk_period 36.2
set clk_io_pct 0.2

create_clock -name clk0 -period $clk_period [get_ports {clk}]

set non_clock_inputs [all_inputs -no_clocks]
set_input_delay [expr $clk_period * $clk_io_pct] -clock clk0 $non_clock_inputs
set_output_delay [expr $clk_period * $clk_io_pct] -clock clk0 [all_outputs]

===== design/flow/design.v =====
module systolic_pe #(
    parameter int DATAWIDTH = 16
)(
    input  logic                         clk,
    input  logic                         rst_n,
    input  logic signed [DATAWIDTH-1:0]  a_left,
    input  logic signed [DATAWIDTH-1:0]  b_top,
    output logic signed [DATAWIDTH-1:0]  a_right,
    output logic signed [DATAWIDTH-1:0]  b_bottom,
    output logic signed [2*DATAWIDTH-1:0] final_result
);
    logic signed [2*DATAWIDTH-1:0] accumulator;
    assign final_result = accumulator;
    always @(posedge clk or negedge rst_n) begin
        if (!rst_n) begin
            a_right     <= '0;
            b_bottom    <= '0;
            accumulator <= '0;
        end else begin
            a_right     <= a_left;
            b_bottom    <= b_top;
            accumulator <= accumulator + (a_left * b_top);
        end
    end
endmodule
module systolic_array #(
    parameter integer DATAWIDTH = 16,
    parameter integer N_SIZE    = 5
)(
    input  wire                           clk,
    input  wire                           rst_n,
    input  wire                           valid_in,
    input  wire signed [N_SIZE*DATAWIDTH-1:0] matrix_a_in,
    input  wire signed [N_SIZE*DATAWIDTH-1:0] matrix_b_in,
    output logic                           valid_out,
    output logic signed [N_SIZE*2*DATAWIDTH-1:0] matrix_c_out
);
    wire signed [DATAWIDTH-1:0] a_bus [0:N_SIZE][0:N_SIZE-1];
    wire signed [DATAWIDTH-1:0] b_bus [0:N_SIZE-1][0:N_SIZE];
    wire signed [2*DATAWIDTH-1:0] result_bus [0:N_SIZE-1][0:N_SIZE-1];
    reg [$clog2(2*N_SIZE):0] delay;
    reg valid_d;
    reg [$clog2(N_SIZE+2):0] c;
    wire signed [DATAWIDTH-1:0] a_slice [0:N_SIZE-1];
    wire signed [DATAWIDTH-1:0] b_slice [0:N_SIZE-1];
    genvar k;
    generate
        for (k = 0; k < N_SIZE; k = k + 1) begin : SLICE_GEN
            assign a_slice[k] = matrix_a_in[(k+1)*DATAWIDTH-1:k*DATAWIDTH];
            assign b_slice[k] = matrix_b_in[(k+1)*DATAWIDTH-1:k*DATAWIDTH];
        end
    endgenerate
    genvar i, j;
    generate
        for (i = 0; i < N_SIZE; i = i + 1) begin : INPUT_CONNECTIONS
            assign a_bus[i][0] = valid_in ? matrix_a_in[(i+1)*DATAWIDTH-1:i*DATAWIDTH] : '0;
            assign b_bus[0][i] = valid_in ? matrix_b_in[(i+1)*DATAWIDTH-1:i*DATAWIDTH] : '0;
        end
    endgenerate
    generate
        for (i = 0; i < N_SIZE; i = i+1) begin : ROWS
            for (j = 0; j < N_SIZE; j = j+1) begin : COLS
                systolic_pe #(
                    .DATAWIDTH(DATAWIDTH)
                ) pe_inst (
                    .clk         (clk),
                    .rst_n       (rst_n),
                    .a_left      (a_bus[i][j]),
                    .b_top       (b_bus[i][j]),
                    .a_right     (a_bus[i][j+1]),
                    .b_bottom    (b_bus[i+1][j]),
                    .final_result(result_bus[i][j])
                );
            end
        end
    endgenerate
    always @(posedge clk or negedge rst_n) begin
        if (!rst_n) begin
            valid_d <= 1'b0;
            delay <= 1;
            c <= N_SIZE+1; 
        end
        else if (valid_in) begin
            if (delay < 2*N_SIZE-1) begin
                delay <= delay + 1;
            end
            else if (delay == 2*N_SIZE-1) begin
                delay <= N_SIZE+1;
            end
            valid_d <= 1'b0;
            c <= N_SIZE+1;
        end
        else if (delay == N_SIZE+1) begin
            if (c > 1) begin
                c <= c-1;
                valid_d <= 1'b1;
            end
            else begin
                delay <= 1;
                valid_d <= 1'b0;
                c <= N_SIZE+1;
            end        
        end
    end
    assign valid_out = valid_d;
    generate
        for (j = 0; j < N_SIZE; j = j + 1) begin : OUTPUT_COL
            logic signed [2*DATAWIDTH-1:0] selected_result;
            always_comb begin
                if (!valid_out) begin
                    selected_result = '0;
                end else begin
                    case (c)
                        1: selected_result = (N_SIZE >= 1) ? result_bus[N_SIZE-1][j] : '0;
                        2: selected_result = (N_SIZE >= 2) ? result_bus[N_SIZE-2][j] : '0;
                        3: selected_result = (N_SIZE >= 3) ? result_bus[N_SIZE-3][j] : '0;
                        4: selected_result = (N_SIZE >= 4) ? result_bus[N_SIZE-4][j] : '0;
                        5: selected_result = (N_SIZE >= 5) ? result_bus[N_SIZE-5][j] : '0;
                        6: selected_result = (N_SIZE >= 6) ? result_bus[N_SIZE-6][j] : '0;
                        7: selected_result = (N_SIZE >= 7) ? result_bus[N_SIZE-7][j] : '0;
                        8: selected_result = (N_SIZE >= 8) ? result_bus[N_SIZE-8][j] : '0;
                        default: selected_result = '0;
                    endcase
                end
            end
            assign matrix_c_out[j*2*DATAWIDTH +: 2*DATAWIDTH] = selected_result;
        end
    endgenerate
endmodule

==> impl_metrics.ini <==
; physical design summary
[logic_synthesis]
edf_count = 0
ys_cells = 32200
flop_cell = dfrtp_1
synth_seq_share_pct = 12.1
yosysWarnings = 2
async_flop_share_pct = 100
yosysUniqueCellTypes = 93
synth_flops = 1514
yosys_area_um2 = 314000

[run_status]
status = stopped before the end
haltStage = synthesis
error = ERROR: Found 64 problems in 'check -assert'.
## kinds of logic after synthesis
logic type / count (synthesis) / share of synthesized area (%)
xor gates and xnor gates: 983 / 2.74
DFF: 1514 / 12.1
buffers and inverters: 9709 / 11.6
adders and majority gates: 9758 / 56.4
AOI/OAI and AO/OA: 2167 / 4.61
muxes: 12 / 0.0387
and+or+nand+nor: 8035 / 12.5
## Yosys cell counts, drive strengths merged (19+ instances only)
| cell | count | area, um^2 |
|---|---|---|
| inv | 8613 | 32300 |
| fa | 7300 | 146000 |
| nand2 | 3624 | 13600 |
| ha | 2458 | 30800 |
| and2 | 1885 | 11800 |
| dfrtp | 1511 | 37800 |
| and3 | 1149 | 7190 |
| clkbuf | 1075 | 4040 |
| xnor2 | 797 | 6980 |
| nor2 | 652 | 2450 |
| a21oi | 501 | 2520 |
| a22oi | 324 | 2430 |
| o21ai | 315 | 1580 |
| a21o | 227 | 1700 |
| a31oi | 218 | 1370 |
| xor2 | 186 | 1630 |
| nand2b | 167 | 1040 |
| nand3 | 141 | 706 |
| nor3 | 126 | 636 |
| o21a | 109 | 820 |
| o21bai | 84 | 631 |
| nor2b | 80 | 508 |
| a211oi | 71 | 553 |
| or3 | 51 | 319 |
| or2 | 45 | 282 |
| nand4 | 44 | 275 |
| o211ai | 36 | 270 |
| o31ai | 26 | 200 |
| a21boi | 25 | 188 |
| a221oi | 20 | 175 |
| buf | 20 | 90.1 |
| o31a | 20 | 175 |
| a2111oi | 19 | 204 |
| o2111ai | 19 | 166 |
